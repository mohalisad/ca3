==> flow/design.v <==
`timescale 1ns/1ns
module mux1(input a,b,s,output w);
	wire w1,w2,ns;
	not(ns,s);
	and(w1,ns,a);
	and(w2,s,b);
	or(w,w1,w2);
endmodule
module mux8(input[7:0] a,input[7:0] b,input s,output[7:0] w);
	genvar i;
	generate for(i=0;i<8;i=i+1) begin
		mux1 t(a[i],b[i],s,w[i]);
	end
	endgenerate
endmodule
module mux13(input[12:0] a,input[12:0] b,input s,output[12:0] w);
	genvar i;
	generate for(i=0;i<13;i=i+1) begin
		mux1 t(a[i],b[i],s,w[i]);
	end
	endgenerate
endmodule
module mux3(input[2:0] a,input[2:0] b,input s,output[2:0] w);
	genvar i;
	generate for(i=0;i<3;i=i+1) begin
		mux1 t(a[i],b[i],s,w[i]);
	end
	endgenerate
endmodule
module mux2(input[1:0] a,input[1:0] b,input s,output[1:0] w);
	genvar i;
	generate for(i=0;i<2;i=i+1) begin
		mux1 t(a[i],b[i],s,w[i]);
	end
	endgenerate
endmodule
==> flow/run.sh <==
#!/bin/bash
# OpenROAD 26Q1-2900-gdf79404cd8, Yosys 0.63+post, stock flow scripts
make -C /OpenROAD-flow-scripts/flow DESIGN_CONFIG=/design/flow/config.mk WORK_HOME=/design/flow/orfs finish
==> flow/config.mk <==
export PLATFORM = sky130hd
export DESIGN_NAME = mux13
export DESIGN_NICKNAME = mux13
export VERILOG_FILES = /design/flow/design.v
export SDC_FILE = /design/flow/constraint.sdc
export NUM_CORES = 4
export LEC_CHECK = 1
export CORE_AREA = 10 10 70 70
export DIE_AREA = 0 0 80 80
==> flow/constraint.sdc <==
current_design mux13

set clk_period 1.0
set clk_io_pct 0.2

create_clock -name clk0 -period $clk_period

set non_clock_inputs [all_inputs -no_clocks]
set_input_delay [expr $clk_period * $clk_io_pct] -clock clk0 $non_clock_inputs
set_output_delay [expr $clk_period * $clk_io_pct] -clock clk0 [all_outputs]
==> results.toml <==
# physical design summary
[outcome]
outcome = "finished with violations"
violations = "negative setup slack"

[place]
placed_cell_area_um2 = 657
hpwl_um = 1060
dp.cells = 101
globalplace.congestion = 0.745
io_buffers = 40

[synthesis]
top_cell_area_share_pct = 51.3
yosys_warnings = 0
netlist_instances = 27
synth_area_um2 = 293
synth_cell_types = 4
top_area_cell = "mux2_4"
ys_cells = 27
syn_avg_cell_area_um2 = 10.8
yosysSeqAreaShare_pct = 0
ys_chip_area_um2 = 293
synthTopCellsByArea = "mux2_4, buf_4, mux2_2"

[final_layout]
layout_top_cells = "dlygate4sd2_1, mux2_4, buf_6, buf_2"
synthToLayoutAreaGrowth_pct = 143
final_common_cell = "dlygate4sd2_1"
flop-count = 0
final_cells = 105
nClkBuffers = 0
fin_util_pct = 20.8
register_area_um2 = 0
final_area_um2 = 712
drive_above_1_share_pct = 55.9

[global_route]
grt_antenna_before_repair = 0
grt_pass1_vias = 329
grt-ovfl-total = 0
grt_max_degree = 6
grt_pass1_wl_um = 1700
grt_util_all_layers_pct = 3.23

[timing]
relSlewSlack_pct = 95.4
setup-tns-final_ns = -1.32
fmax_mhz = 874
rsz0062_at_grt = "true"
hold_violations = 0
drv_slew = 0
period_minus_slack_ns = 1.14
worstMarginPinSlew_ns = 0.0684
finalSetupViolations = 13
layout_setup_ws_ns = -0.144
post-route-period-util_pct = 114

[clock_network]
hold_buffers = 0

[floorplan]
chip_area_um2 = 6400
core-area_um2 = 3420
die_x_um = 80
fp_util_pct = 8.57
ios = 40
die_y_um = 80
rows = 21

[power]
leakagePower_nw = 0.368
max-vdd-ir-drop_v = 0.000113
total_power_uw = 267
powerDensity_nw_per_um2 = 375

[critical_path]
arrival_ns = 0.94
critPathMaxFanout = 5
crit_buf_inv = 4
cp_cell_sequence = "buf_8 > buf_8 > buf_12 > mux2_4 > buf_6"
cp-start-kind = "primary input"
crit_required_ns = 0.80
cp_slowest_cell = "mux2_4"
critPathMostFrequentCell = "buf_8"
crit_type = "primary input to output pin"
crit_path_end_kind = "output pin"
cpPeakStageDelay_ns = 0.29
crit_family = "buffers and inverters"

[flow_run]
tool_warnings = 34
cap_violations = 0

[route]
drt-total-wl_um = 1160
first_pass_iters = 2
viasPerCell = 2.83
vias = 297
postRouteAntennaNets = 0
drc = 0
wl_per_cell_um = 11.0
drtIter0Drc = 1
diodes = 0

[hold_path]
worstHoldPathType = "primary input to output pin"
==> synthesized netlist by cell type <==
cell and number:
buf_4 13, mux2_4 10, mux2_2 3, buf_6 1
==> final timing paths <==
path	from	slack (ns)	to	cells past startpoint
setup / recovery	s	-0.14	w[9]	5
hold / removal	b[5]	0.80	w[5]	3
==> power breakdown <==
group / total, mW / switching, mW / leakage (nW) / internal (mW)
clock: 0 / 0 / 0 / 0
sequential: 0 / 0 / 0 / 0
combinational: 0.267 / 0.0580 / 0.368 / 0.209
total: 0.267 / 0.0580 / 0.368 / 0.209
==> repair_timing <==
action / 4_1_cts / 5_1_grt
cloned: 0 / 0
setup buffers: 4 / 0
setup endpoints to repair: 13 / 13
gates resized: 83 / 6
==> cells by family after synthesis <==
logic type,synth area share (%)
buf+inv,37.2
mux,62.8
==> stage by stage <==
step / setup WS (ns) / hold WS, ns
finish: -0.144 / 0.797
global route: -0.157 / 0.810
CTS: -0.145 / 0.799
detailed placement: -0.817 / 1.43
global placement: -0.812 / 1.44
floorplan: 0.0449 / 0.590
==> layer usage <==
layer / global-route usage (%) / part of all wire, % / up-vias
met3: 1.93 / 17 / 0
met1: 3.76 / 38 / 127
li1: - / - / 144
met5: 0 / 0 / -
met4: 0 / 0 / 0
met2: 5.30 / 44 / 26
==> layout make-up <==
| class | instances | area [um^2] |
|---|---|---|
| tap | 46 | 57.6 |
| fill | 382 | 2700 |
| timing repair buffer | 46 | 459 |
| multi-input combinational | 13 | 195 |
Power and IR drop assume default switching activity.
