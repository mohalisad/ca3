==> flow/design.v <==
`timescale 1ns/1ns
module pcadder(input[12:0] in,output reg[12:0] out);
	reg co;
	always@(in){co,out}=in+1;
endmodule
==> flow/run.sh <==
#!/bin/bash
# OpenROAD 26Q1-2900-gdf79404cd8, Yosys 0.63+post, stock flow scripts
make -C /OpenROAD-flow-scripts/flow DESIGN_CONFIG=/design/flow/config.mk WORK_HOME=/design/flow/orfs finish
==> flow/config.mk <==
export PLATFORM = sky130hd
export DESIGN_NAME = pcadder
export DESIGN_NICKNAME = pcadder
export VERILOG_FILES = /design/flow/design.v
export SDC_FILE = /design/flow/constraint.sdc
export NUM_CORES = 4
export LEC_CHECK = 1
export CORE_AREA = 10 10 70 70
export DIE_AREA = 0 0 80 80
==> flow/constraint.sdc <==
current_design pcadder

set clk_period 2.8
set clk_io_pct 0.2

create_clock -name clk0 -period $clk_period

set non_clock_inputs [all_inputs -no_clocks]
set_input_delay [expr $clk_period * $clk_io_pct] -clock clk0 $non_clock_inputs
set_output_delay [expr $clk_period * $clk_io_pct] -clock clk0 [all_outputs]
==> results.toml <==
# yosys + openroad results
[status]
outcome = "finished, final reports clean"

[pwr]
power_per_cell_area_nw_per_um2 = 111
p_leak_nw = 0.332
peakVddDrop_mv = 0.0198

[critical_path]
cp_num_buf_inv = 2
critPathArrivalTime_ns = 2.17
critPathLaunchType = "primary input"
cpMaxStageDelayCell = "clkdlybuf4s50_1"
crit_required_ns = 2.24
end_kind = "output port"
crit_chain = "clkdlybuf4s50_1 > nand3_1 > nor4_4 > xnor2_1 > clkdlybuf4s50_1"
slowest_delay_ns = 0.51
worst-setup-path-type = "in2out"
path_common_cell = "clkdlybuf4s50_1"
cp_max_fo = 3
crit_family = "buffers and inverters"

[route]
route.detailed.drc = 0
dr.pass1.iters = 2
wl_um = 1140
antenna_left = 0
num_vias = 374
routed_via_density = 3.12
wire_per_inst_um = 9.50
antennaDiodeCount = 0
drt-initial-drc-count = 3

[timing]
max_freq_mhz = 366
worst_pin_slew_ns = 0.232
max-slew-margin-rel_pct = 84.5
layout_worst_path_cycle_share_pct = 97.5
fin_ws_ns = 0.0709
finalHoldViolCount = 0
finalSetupViolations = 0
finalCriticalPeriod_ns = 2.73
slew_viol_final = 0

[yosys]
largest_area_cell = "xor2_1"
synth_warnings = 1
synth_seq_share_pct = 0
yosysMostFrequentCell = "xor2_1"
topCellsByArea = "xor2_1 24%, xnor2_1 20%, nand3_1 11%"
syn_inst = 33
synth.distinct_cells = 11
ys_cells = 33
yosys-top-cells-count = "6 x xor2_1, 5 x nand3_1, 5 x xnor2_1, 4 x inv_1"
yosys-stat-area_um2 = 219
top_cell_area_share_pct = 24.0
syn_area_um2 = 219
synth_area_per_cell_um2 = 6.64

[die]
core-area_um2 = 3420
dieArea_um2 = 6400
fp_util_pct = 6.41
die-width_um = 80
num_io_pins = 26
fp-row-count = 21
die_h_um = 80

[global_routing]
busiest_layer = "met2"
grt_pass1_vias = 378
globalRouteMet3Util_pct = 1.36
gr-total-overflow = 0
grt_max_degree = 6
grt_pass1_wl_um = 1760
antenna_found_initial = 0
use_met2_pct = 6.42
grt_use_met1_pct = 3.16
grt.total_usage_pct = 3.23

[placed_design]
hpwl_um = 978
port-buffer-count = 26
place_congestion = 0.726
dp.cells = 114
post-place-ws_ns = -0.142

[final_layout]
drive_above_1_share_pct = 35.1
final_core_util_pct = 21.8
syn2layout_area_growth_pct = 240
n_clock_buffer = 0
flop_area_um2 = 0
layout.cells.non_filler = 120
seq_cells = 0

[flow_run]
warnings = 33
drv_cap = 0

[worst_hold_path]
hp-class = "in2out"

[cts]
postCtsHoldBufs = 0
==> logic make-up (layout without fill, tap and decap cells) <==
family / count (synthesis) / in the layout / synth area share, %
adders and majority gates: 1 / 1 / 5.71
and+or+nand+nor: 17 / 17 / 43.4
xor gates and xnor gates: 11 / 11 / 44.0
buffers and inverters: 4 / 45 / 6.86
==> report_power, final <==
group / switching, mW / internal, mW / leakage (nW) / total (mW)
Clock: 0 / 0 / 0 / 0
Combinational: 0.0299 / 0.0529 / 0.332 / 0.0829
Sequential: 0 / 0 / 0 / 0
==> metal layers <==
layer / vias up / wire length [µm]
met2: 10 / 615
met5: - / 0
met3: 0 / 140
met1: 171 / 384
met4: 0 / 0
li1: 193 / -
==> final timing paths <==
check | startpoint | to | slack, ns | cells after the start
min | in[5] | out[6] | 1.66 | 5
max | in[8] | out[11] | 0.07 | 5
==> cell usage in the layout (no fill, tap or decap) <==
| cell type | count |
|---|---|
| clkdlybuf4s50_1 | 17 |
| buf_4 | 14 |
| xor2_1 | 6 |
| xnor2_1 | 5 |
| dlygate4sd2_1 | 5 |
| inv_1 | 4 |
| dlymetal6s2s_1 | 4 |
| nand3_1 | 3 |
| nor4_4 | 3 |
| nand3_4 | 2 |
| nand2_1 | 2 |
| nor2_2 | 2 |
| nand4_4 | 1 |
| nand2_2 | 1 |
| nor3_2 | 1 |
| nor3_1 | 1 |
| nor2_1 | 1 |
| ha_2 | 1 |
| buf_6 | 1 |
==> metrics by stage <==
step	setup TNS (ns)	hold WS [ns]	power, mW	instance area, µm²
detailed placement	-0.507	2.08	0.0743	604
floorplan	0	1.13	0.0131	219
global route	-0.00639	1.71	0.0904	744
finish	0	1.66	0.0829	744
CTS	-0.00858	1.92	0.0801	672
global placement	-0.432	2.09	0.0744	604
==> area by class of cell <==
cell class | count | area [µm²]
Multi-Input combinational cell | 29 | 292
Inverter | 4 | 15.0
Timing Repair Buffer | 41 | 380
Tap cell | 46 | 57.6
Fill cell | 382 | 2670
==> repair_timing <==
action                     4_1_cts  5_1_grt
pin swaps                        6        5
resized                         19        6
setup endpoints to repair        6        3
buffers inserted                 0        6
No activity file was given, so power comes from the tool's default toggle rates.
