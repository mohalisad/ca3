## /design/flow/config.mk

```make
export PLATFORM = sky130hd
export DESIGN_NAME = ALU
export DESIGN_NICKNAME = ALU
export VERILOG_FILES = /design/flow/design.v
export SDC_FILE = /design/flow/constraint.sdc
export NUM_CORES = 4
export LEC_CHECK = 1
export CORE_AREA = 10 10 79 79
export DIE_AREA = 0 0 89 89
```

## /design/flow/constraint.sdc

```tcl
current_design ALU

set clk_period 3.7
set clk_io_pct 0.2

create_clock -name clk0 -period $clk_period [get_ports {clk}]

set non_clock_inputs [all_inputs -no_clocks]
set_input_delay [expr $clk_period * $clk_io_pct] -clock clk0 $non_clock_inputs
set_output_delay [expr $clk_period * $clk_io_pct] -clock clk0 [all_outputs]
```

## /design/flow/design.v

```verilog
`timescale 1ns/1ns
module ALU(input[2:0] cont,input[7:0] a,b,input cin,clk,output reg[7:0] y, output reg cout,output zero);
	nor(zero,y[0],y[1],y[2],y[3],y[4],y[5],y[6],y[7]);
	always @(posedge clk) begin
		#6;
		case (cont[2:0])
			3'b000:{cout,y}=a+b+cin;
			3'b001:{cout,y}=a&b;
			3'b010:{cout,y}=a|b;
			3'b011:y<=a;
			3'b100:y<=b;
		endcase
	end
endmodule
```

## /design/flow/run.sh

```bash
#!/bin/bash
# OpenROAD 26Q1-2900-gdf79404cd8, Yosys 0.63+post, stock flow scripts
make -C /OpenROAD-flow-scripts/flow DESIGN_CONFIG=/design/flow/config.mk WORK_HOME=/design/flow/orfs finish
```

==> notes.md <==
flow finished, numbers: CORE AREA 4660 um^2, drt initial violations 56, Setup crit start a[0], DRT Wirelength 2.94 mm, H-tree Lvls 1, final core utilization 34.8%, via count 1116, GRT overflow 0, sequential power share 32.3%, Power, Total 435 uW, post-cts hold buffer count 0, post-synth top area share 21.4%, Seq/Total Area, Yosys 21.4%, largest net degree at the start of global routing 20, placed insts 222, crit share post-route 76.3%, fin cells 226, WHS 1280 ps, PD cells 268 nW/um^2, critical path capture point type flip-flop, tool warning count 34, placer congestion estimate 0.868, Hold Path Class input port to flip-flop, vias in the first global route 1095, pin slew with the least headroom to its limit 658 ps, worst hold start b[7], netlist area before placement 1260 um^2, number of diodes 0, clock power share 25.3%, EDFF count, synth 9, Layout area overhead 28.3%, Max Clk Rate 0.354 GHz, GR peak layer met2, commonest cells after routing, fill and taps aside clkdlybuf4s50_1, inv_1, ha_1, LEAKAGE 0.696 nW, Die Span Y 89 um, syn avg cell area 8.85 um^2, Global Route Usage Sum 7.46%, P_int 312 uW, Pins Over Slew Limit 0, Psw 124 uW, required time worst endpoint 3680 ps, max_slew headroom 56.0%, setup bufs post-CTS 0, CTS root buf clkbuf_8, PortBufs 30, crit path max fanout 3, RSZ-0062 raised after global routing false, Die Width 89 um, Async SR Flop Fraction 0%, # rows 25, Unique cell types 41, cell total in the yosys stat output 143, clock sinks 9, post-synthesis instance total 143, M1 GR Usage 10.0%, Core Density at Floorplan 27.1%, share of cells above drive strength 1 7.56%, Crit Path Class input port to flip-flop, CTS tree built, CTS Buf Count 3, IO Pins 31, GR Layer Usage met3 1.19%, startpoint types input port, initial antenna violation count 0, drt pass-1 iters 4, Yosys chip area 1260 um^2, Final TNS setup 0 ps, Comb power frac 42.4%, Post-synth regs 9, total die area 7920 um^2, status finished clean, PostCTS Resize Cnt 0, dpl hpwl 2.44 mm, minimum clock period 2820 ps, top logic cell by instance count in the layout clkdlybuf4s50_1, Top area cell types edfxtp_1, ha_1, inv_1, Max Root-Sink Buffers 2, maxcap violations 0, final hold vios 0, sw frac 28.4%, first-pass GRT wire length 4.89 mm, DR vias/cell 4.94, most used flip-flop cell edfxtp_1, clock slew at reported path FFs 40 ps, # DRC 0, setup violators final 0, Post-DRT Antenna Nets 0, Wirelength per Cell 13.0 um, peak supply drop 81.5 uV, area leader, netlist edfxtp_1, Arr. time, crit path 2800 ps, met2 GRT Util 12.4%, Syn. warnings 1
## synthesized netlist by cell type, types with 2 or more instances
cell,instances
a211oi_1,2
a21o_1,2
a21oi_1,8
a221oi_1,2
a31oi_1,2
buf_6,4
edfxtp_1,9
fa_1,2
ha_1,16
inv_1,20
mux2_2,3
mux2i_1,7
nand2_1,7
nand2b_1,2
nand3_1,2
nor2_1,11
nor2b_1,2
nor3_1,4
o21ai_0,5
o221ai_1,3
o22ai_1,5
or4_1,2
xnor2_1,4
xor2_1,2
## power by group through the flow
stage | Sequential (mW) | Clock, mW | Combinational (mW)
CTS | 0.141 | 0.113 | 0.186
global route | 0.143 | 0.119 | 0.207
finish | 0.141 | 0.110 | 0.184
## worst paths after layout
check,endpoint,slack [ps],depth (start not counted)
worst min-delay path,y[7],1280,3
worst max-delay path,cout,880,9
## area by class of cell
class                      instances  area (um^2)
sequential                         9          270
fill                             471         3040
timing repair buffer              31          308
clock buffer                       4         45.0
multi-input combinational        107          853
tap                               54         67.6
inverter                          21         78.8
## sequential cells by signal (all words and copies together), names as in the netlist
name / count
cout: 1
y: 8
## metrics by stage
step	setup WS (ps)	area (um^2)
floorplan	1310	1260
global placement	689	1580
detailed placement	627	1580
CTS	866	1620
global route	644	1620
finish	875	1620
## worst max-delay path: stages
cell	delay, ps
clkdlybuf4s50_1	470
fa_1	480
inv_1	90
fa_1	200
nor2b_1	70
o31ai_1	270
a21oi_1	150
a211oi_1	260
nor2_1	70
## per-layer routing
metal / up-vias / wire, um
met5: - / 0
met4: 0 / 8
met3: 2 / 180
met2: 25 / 1390
met1: 519 / 1360
li1: 570 / -
## cell families (layout without fill, tap and decap cells)
family	after synthesis	in the layout	synth area share [%]
buffers and inverters	27	56	11.2
adders and majority gates	18	18	19.0
muxes	11	11	9.99
AOI/OAI and AO/OA	36	36	19.7
xor gates and xnor gates	6	6	4.15
DFF	9	9	21.4
and+or+nand+nor	36	36	14.6
Power and IR drop assume default switching activity.
